==> flow/constraint.sdc <==
current_design alu

set clk_period 9.5
set clk_io_pct 0.2

create_clock -name clk0 -period $clk_period [get_ports {clk}]

set non_clock_inputs [all_inputs -no_clocks]
set_input_delay [expr $clk_period * $clk_io_pct] -clock clk0 $non_clock_inputs
set_output_delay [expr $clk_period * $clk_io_pct] -clock clk0 [all_outputs]
==> flow/run.sh <==
#!/bin/bash
# OpenROAD 26Q1-2900-gdf79404cd8, Yosys 0.63+post, stock flow scripts
make -C /OpenROAD-flow-scripts/flow DESIGN_CONFIG=/design/flow/config.mk WORK_HOME=/design/flow/orfs finish
==> flow/config.mk <==
export PLATFORM = sky130hd
export DESIGN_NAME = alu
export DESIGN_NICKNAME = alu
export VERILOG_FILES = /design/flow/design.v
export SDC_FILE = /design/flow/constraint.sdc
export NUM_CORES = 4
export LEC_CHECK = 1
export CORE_UTILIZATION = 30
==> flow/design.v <==
`timescale 1ns / 1ps
module alu(
	 clk,
    alu_op,
	 data1,
	 data2,
	 compare,
	 alu_result,
	 state
    );
	 input wire clk;
	 input wire [3:0] alu_op;
	 input wire [15:0] data1;
	 input wire [15:0] data2;
	 output reg compare;
	 output reg [15:0] alu_result;
	 input wire [2:0] state;
	 always @(posedge clk) begin
		 if(state == 3'b010) begin
			 case(alu_op)
				0: alu_result <= data1 + data2;  
				1: alu_result <= data1 - data2;  
				2: alu_result <= !data1;  
				3: alu_result <= data1 & data2;  
				4: alu_result <= data1 | data2;  
				5: alu_result <= ~(data1 &data2);  
				6: alu_result <= ~(data1 | data2);  
				7: alu_result <= data1;
				8: alu_result <= data2;
			 endcase
			if (data1 == data2)
				compare <= 1'b1;
			else
				compare <= 1'b0;
		end
	 end
endmodule
==> metrics.yaml <==
run_status: "complete, but fails checks"
violations: "DRC"
mux_share_pct: 2.26
hold_viol_final: 0
async_flop_share_pct: 0
synth_area_per_cell_um2: 7.47
ys_types: 72
max_slew_margin_pct: 37.0
grt_busiest_layer: "met1"
grt_antenna_before_repair: 0
place_hpwl_mm: 9.54
drive_gt1_share_pct: 5.39
edf_count: 17
clk_pin_slew_worst_paths_ns: 0.06
finish.utilization_pct: 37.5
gr-usage-all-layers_pct: 20.8
met1_usage_pct: 31.2
place_congestion: 0.992
synth_xor_xnor_area_share_pct: 1.70
grt_pass1_wl_mm: 19.8
simple_gate_area_share_pct: 21.7
timing.final.crit_period_ns: 4.71
vias_per_cell: 5.85
postCtsSetupBuffers: 0
ctsResizeCount: 0
cp.required_ns: 9.49
num_antenna_cells: 0
use_met3_pct: 3.21
worst_pin_slew_ns: 0.939
power.leakage_nw: 1.78
ys_top_logic_family: "AND-OR/OR-AND gates"
met2_usage_pct: 31.2
ys_sh_adder_pct: 17.4
fp-row-count: 39
synth_seq_share_pct: 14.2
ctsHoldBuffers: 0
setup_viol: 0
ff_latch_area_um2: 510
maxCapViolCount: 0
logic_area_um2: 2750
ys_cells: 482
area_delta_synth_final_pct: 20.5
fillers: 1176
worstSetupEndpointType: "flip-flop"
rsz0062_at_grt: "false"
cts_tree: "yes"
cts.sinks: 17
num_vias: 3874
start_kind: "input port"
synth-area-yosys_um2: 3600
yosys.area_share.aoi_pct: 33.3
initial_core_util_pct: 31.1
cts_root_buf: "clkbuf_16"
drt_iter0_markers: 270
syn_inst: 482
cts_buffers: 3
yosysWarnings: 1
ant_nets: 0
route.detailed.drc: 5
drtPass1Iterations: 49
worstPathCellList: "clkdlybuf4s50_1 -> ha_1 -> inv_1 -> fa_1 -> and2b_1 -> o31ai_2 -> a2bb2oi_2 -> o2bb2ai_1 -> or4b_1 -> a32oi_1 -> a21oi_1"
arrival_ns: 4.70
netlist_area_um2: 3600
finalCritPeriodShare_pct: 49.6
warning_count: 56
fin_setup_tns_ns: 0
cp_max_fo: 4
core_um2: 11600
cts_buffer_depth: 2
die_area_um2: 12400
slew_violations: 0
ys.flops: 17
grt.overflow.total: 0
io_buffers: 56
critPathKind: "in -> reg"
cts-htree-levels: 1
synth_top_flop_cell: "edfxtp_1"
grt_pass1_vias: 3486
hold_path.class: "in -> reg"
slowest_delay_ns: 0.54
dieHeight_um: 112
ioPinCount: 57
grt_max_degree: 40
cellPowerDensity_nw_per_um2: 89.0
crit_slowest_cell: "clkdlybuf4s50_1"
wl_per_cell_um: 19.6
dieWidth_um: 112
fmax_mhz: 212
ir_drop_v: 0.0000536
routed_wl_mm: 13.0
==> path summary, 6_finish.rpt <==
kind	from	end	slack, ns	cells past startpoint
worst max-delay path	data2[0]	alu_result[14]$_DFFE_PP_	4.79	11
worst min-delay path	state[2]	compare$_DFFE_PP_	2.39	2
==> placed cells by master, fill, tap and decap left out, types with 3 or more instances in the layout <==
master	count
nand3_1	5
nand2_1	37
a21o_1	7
nand3b_1	3
o211ai_1	6
nor2b_1	14
inv_1	48
edfxtp_1	17
o31ai_1	4
o21ba_2	3
nand4_1	3
nor3_1	12
xnor2_1	5
o21bai_1	4
and3_1	4
a32oi_1	3
a211oi_1	8
ha_1	47
buf_4	10
and2_1	3
o21ai_1	5
mux2i_1	7
o22ai_1	18
nor4_1	7
a22oi_1	7
a211o_1	5
nand2b_1	9
a31oi_1	5
clkbuf_16	3
a21oi_1	30
o21ai_0	24
o21a_1	5
nor2_1	34
nor3b_1	3
clkdlybuf4s50_1	56
o221ai_1	7
==> stage by stage <==
| step | setup WS [ns] | instances | instance area [um^2] | total power, mW | hold slack (ns) |
|---|---|---|---|---|---|
| 6_report | 4.79 | 662 | 4340 | 0.386 | 2.39 |
| 5_1_grt | 4.67 | 662 | 4340 | 0.407 | 2.40 |
| 4_1_cts | 4.81 | 662 | 4340 | 0.386 | 2.38 |
| 3_5_place_dp | 4.54 | 658 | 4260 | 0.292 | 2.63 |
| 3_3_place_gp | 4.54 | 658 | 4260 | 0.292 | 2.63 |
| 2_1_floorplan | 5.43 | 482 | 3600 | 0.223 | 2.11 |
==> Yosys cell counts (3+ instances only) <==
cell	number	area, um^2
a211o_1	5	43.8
a211oi_1	8	60.1
a21o_1	7	52.6
a21oi_1	30	150
a22oi_1	7	52.6
a31oi_1	5	31.3
a32oi_1	3	26.3
and2_1	3	18.8
and3_1	4	25.0
buf_2	23	115
clkbuf_1	8	30.0
edfxtp_1	17	510
ha_1	47	588
inv_1	48	180
mux2i_1	7	70.1
nand2_1	37	139
nand2b_1	9	56.3
nand3_1	5	25.0
nand3b_1	3	22.5
nand4_1	3	18.8
nor2_1	34	128
nor2b_1	14	87.6
nor3_1	12	60.1
nor3b_1	3	22.5
nor4_1	7	43.8
o211ai_1	6	45.0
o21a_1	5	37.5
o21ai_0	24	120
o21ai_1	5	25.0
o21ba_2	3	30.0
o21bai_1	4	30.0
o221ai_1	7	61.3
o22ai_1	18	113
o31ai_1	4	30.0
xnor2_1	5	43.8
==> routing by layer <==
layer  up-vias  wire length (um)  share of wire, %
met5         -                 0                 0
met4         0               365               2.8
met2       175              5690                44
li1       1854                 -                 -
met3        23              1070               8.3
met1      1822              5840                45
==> where the power goes <==
group	total, mW	leakage (nW)	internal, mW	switching, mW
combinational	0.205	1.59	0.0858	0.119
sequential	0.0899	0.150	0.0891	0.000891
clock	0.0913	0.0382	0.0572	0.0340
total	0.386	1.78	0.232	0.154
==> flip-flops by register name, indices dropped and copies added, names as in the netlist <==
name / cells
compare: 1
alu_result: 16
==> cell families (layout without fill, tap and decap cells) <==
group / after synthesis / after routing
compound gates: 170 / 170
simple gates: 149 / 149
fa+ha+maj: 49 / 49
mux: 8 / 8
buf+inv: 82 / 119
xor+xnor: 7 / 7
flops: 17 / 17
==> layout make-up <==
class / count / share of cell area (%)
clock buffers: 4 / 1.82
multi-input cells: 383 / 63.4
inverters: 49 / 4.24
well taps: 143 / 4.13
repair buffers: 66 / 14.7
flip-flops and latches: 17 / 11.8
==> worst max-delay path, delay by kind of cell <==
kind,cells,cell delay (ns)
AOI/OAI and AO/OA,5,0.82
buffers and inverters,2,0.62
and+or+nand+nor,2,0.71
adders and majority gates,2,0.64
Power is estimated from default activity; no workload was simulated.
