## design/flow/design.v

```verilog
module register_file
  (clk,
   write,
   write_address,
   write_data,
   read_address_1,
   read_data_1,
   read_address_2,
   read_data_2,
	state);
   reg [15:0] 	 regfile [0:7];
	input clk;
   input write;
   input wire [2:0] write_address;
   input wire [15:0] write_data;
   input wire [2:0] read_address_1;
   output reg [15:0] read_data_1;
   input wire [2:0] read_address_2;
   output reg [15:0] read_data_2;
	input wire [2:0] state;
	initial begin
		read_data_1 <= 4'h0000;
		read_data_2 <= 4'h0000;
		regfile[0] <= 4'h0000;
		regfile[1] <= 4'h0000;
		regfile[2] <= 4'h0000;
		regfile[3] <= 4'h0000;
		regfile[4] <= 4'h0000;
		regfile[5] <= 4'h0000;
		regfile[6] <= 4'h0000;
		regfile[7] <= 4'h0000;
	end
   always @(posedge clk) begin
		if(state == 3'b001) begin
			read_data_1 <= regfile[read_address_1];
			read_data_2 <= regfile[read_address_2];
		end
		else if(state == 3'b100) begin
			if (write) begin
				regfile[write_address] <= write_data;
			end
		end
   end
endmodule
```

## design/flow/run.sh

```bash
#!/bin/bash
# OpenROAD 26Q1-2900-gdf79404cd8, Yosys 0.63+post, stock flow scripts
make -C /OpenROAD-flow-scripts/flow DESIGN_CONFIG=/design/flow/config.mk WORK_HOME=/design/flow/orfs finish
```

## design/flow/config.mk

```make
export PLATFORM = sky130hd
export DESIGN_NAME = register_file
export DESIGN_NICKNAME = register_file
export VERILOG_FILES = /design/flow/design.v
export SDC_FILE = /design/flow/constraint.sdc
export NUM_CORES = 4
export LEC_CHECK = 1
export CORE_UTILIZATION = 50
```

## design/flow/constraint.sdc

```tcl
current_design register_file

set clk_period 3.6
set clk_io_pct 0.2

create_clock -name clk0 -period $clk_period [get_ports {clk}]

set non_clock_inputs [all_inputs -no_clocks]
set_input_delay [expr $clk_period * $clk_io_pct] -clock clk0 $non_clock_inputs
set_output_delay [expr $clk_period * $clk_io_pct] -clock clk0 [all_outputs]
```

==> flow_summary.yaml <==
# implementation run metrics
floorplan:
  rows: 42
  chipArea_um2: 14500
  dieHeight_um: 121
  core_um2: 13500
  initial_core_util_pct: 52.3
  die_x_um: 121
  ios: 62
layout:
  finalNonFillerCells: 556
  drive_gt1_share_pct: 23.9
  n_fill_cell: 947
  area_growth_pct: 19.6
cts:
  tritoncts: "yes"
  cts_resized: 0
  cts_buffers: 17
  numClockSinks: 160
  clockBufferDepth: 2
  hold_buffers: 0
  path_clk_slew_ns: 0.06
  clk_latency_ns: 0.42
  cts_max_level: 4
  cts_root_buf: "clkbuf_16"
  cts_setup_buffers: 0
place:
  globalplace.congestion: 0.750
  dp.cells: 525
  hpwl_mm: 7.24
  io_buffers: 61
critical_path:
  worstSetupStartpoint: "state[1]"
  r2r-start: "regfile[1][6]"
  endpoint_kind: "register"
  worstPathCellList: "clkdlybuf4s50_1 -> nand4bb_1 -> nor4_2 -> buf_4"
  path_buffers: 2
  reg2reg_slack_ns: 2.17
  worst-path-stages: 4
  critPathKind: "input pin to register"
  reg2reg_depth: 2
  cp_top_family: "buffers and inverters"
  worst_r2r_endpoint: "read_data_2[6]"
  arrival_ns: 2.26
  slowest_stage: "nand4bb_1"
  path_max_fanout: 16
  cp.required_ns: 3.69
  startpoint_type: "input pin"
  max_stage_delay_ns: 0.49
synth:
  synth.cell_area_um2: 7030
  ys.flop_type: "edfxtp_1"
  yosys_cells: 289
  ys_sh_aoi_pct: 0
  synth_async_sr_flop_share_pct: 0
  ys_sh_mux_pct: 28.6
  yosys_warnings: 1
  simple_gate_share_pct: 1.10
  yosysMostFrequentCell: "edfxtp_1"
  synth.distinct_cells: 15
  synth.logic.top_family: "multiplexers"
  synth-seq-cells: 160
  synthTopCellsByArea: "edfxtp_1 68%, mux4_1 21%, mux2_2 5.1%"
  ys_sh_adder_pct: 0
  ys_sh_xor_pct: 0
  ys_chip_area_um2: 7030
  top_cells_by_count: "160 x edfxtp_1, 56 x mux4_1, 32 x mux2_2"
  top_area_cell: "edfxtp_1"
  synth_seq_share_pct: 68.3
  synth.avg_cell_area_um2: 24.3
  edf_count: 160
  top_area_share_pct: 68.3
  synthCells: 289
power:
  peakVddDrop_uv: 287
  switching_share_pct: 19.3
  cellPowerDensity_nw_per_um2: 461
  intPower_uw: 3130
  switchingPower_uw: 749
  p_seq_share_pct: 53.6
  power_uw: 3880
  pwr-share-clk_pct: 40.4
  leakagePower_uw: 0.00281
  power.share.combinational_pct: 6.0
timing:
  maxSlewHeadroom_pct: 59.9
  timing.final.hold_violations: 0
  worstMarginPinSlew_ns: 0.602
  rsz0062_at_grt: "no"
  fin_worst_skew_ns: 0.00472
  post-route-min-period_ns: 2.17
  setup_tns_ns: 0
  whs_ns: 0.768
  period_used_pct: 60.4
  fmax_ghz: 0.460
  slew_violations: 0
  setup_violations: 0
min_path:
  min_delay_path_depth: 2
  hold_start: "regfile[2][9]"
  hold_path_class: "register to register"
  min_delay_worst_endpoint: "read_data_1[9]"
grt:
  grt_pass1_wl_mm: 19.9
  gr-total-overflow: 0
  grt_pass1_vias: 3585
  grt_antenna_before_repair: 0
  grt_usage_pct: 21.8
  grt_max_degree: 33
run:
  cap_violations: 0
  warning_count: 26
routing:
  drc_errors: 0
  dr.pass1.iters: 4
  routed_wl_mm: 13.0
  drtIter0Drc: 167
  vias: 3319
  viasPerCell: 5.97
  antenna_left: 0
  wl_per_cell_um: 23.4
  diodes: 0
outcome:
  outcome: "complete, no violations"
worst max-delay path by stage:
stage	to	slack, ns
after CTS	regfile[1][14]	1.41
after global routing	regfile[0][14]	1.29
final	regfile[0][14]	1.43
power by group through the flow:
stage / clock network, uW / registers [uW] / logic (uW)
4_1_cts: 1610 / 2080 / 238
5_1_grt: 1690 / 2080 / 253
6_report: 1570 / 2080 / 233
routing by layer:
layer  track usage [%]  share of wire, %
met1              33.8                37
met2              32.5                51
met5                 0                 0
met3              11.3                11
met4              3.24               1.5
sequential cells by signal, summed over array words and instances (netlist names):
signal / flops
read_data_2: 16
regfile: 128
read_data_1: 16
stage by stage:
stage	setup slack, ns	area [um^2]	utilization (%)
floorplan	0.00868	7030	-
global placement	1.00	7900	58.7
detailed placement	0.971	7900	58.7
CTS	1.41	8410	62.5
global route	1.29	8410	62.5
finish	1.43	8410	62.5
cell families (layout without fill, tap and decap cells):
group / after synthesis / after routing
flops: 160 / 160
mux: 96 / 96
buf+inv: 20 / 111
simple gates: 13 / 13
tightest hold or removal path, cell delays in order (launching register included):
cell,delay (ns)
edfxtp_1,0.33
mux4_1,0.21
mux2_2,0.14
cell type report:
type | instances | area, um^2 | share of cell area [%]
Inverter | 1 | 3.75 | 0.0446
Clock buffer | 21 | 440 | 5.23
Sequential cell | 160 | 4800 | 57.1
Tap cell | 176 | 220 | 2.62
Timing Repair Buffer | 79 | 736 | 8.74
Multi-Input combinational cell | 109 | 2140 | 25.4
Clock inverter | 10 | 71.3 | 0.848
layout by cell type, fill, tap and decap left out, drive strengths merged:
cell type,count
nand2,1
nor4,2
mux4,64
nor3,6
nand4bb,1
clkinv,8
inv,1
bufinv,1
edfxtp,160
clkbuf,21
buf,20
nor3b,1
nand2b,2
mux2,32
clkinvlp,1
clkdlybuf4s50,59
Power and IR drop assume default switching activity.
