==> run.sh <==
#!/bin/bash
# OpenROAD 26Q1-2900-gdf79404cd8, Yosys 0.63+post, stock flow scripts
make -C /OpenROAD-flow-scripts/flow DESIGN_CONFIG=/design/flow/config.mk WORK_HOME=/design/flow/orfs finish
==> config.mk <==
export PLATFORM = sky130hd
export DESIGN_NAME = program_counter
export DESIGN_NICKNAME = program_counter
export VERILOG_FILES = /design/flow/design.v
export SDC_FILE = /design/flow/constraint.sdc
export NUM_CORES = 4
export LEC_CHECK = 1
export CORE_AREA = 10 10 90 90
export DIE_AREA = 0 0 100 100
==> constraint.sdc <==
current_design program_counter

set clk_period 4.0
set clk_io_pct 0.2

create_clock -name clk0 -period $clk_period [get_ports {clk}]

set non_clock_inputs [all_inputs -no_clocks]
set_input_delay [expr $clk_period * $clk_io_pct] -clock clk0 $non_clock_inputs
set_output_delay [expr $clk_period * $clk_io_pct] -clock clk0 [all_outputs]
==> design.v <==
`timescale 1ns / 1ps
module program_counter(
		clk,
		address,
		jump,
		pc,
		beq, 
		bne,
		compare,
		state
    );
	 input wire clk;
	 input wire [15:0] address;
	 input wire jump;
	 output reg [15:0] pc;
	 output reg [2:0] state;
	 input wire beq;
	 input wire bne;
	 input wire compare;
	 initial begin
		pc = 0;
		state = 0;
	 end
	 always @(posedge clk) begin
		if(state == 4) begin
			state <= 0;
			if(jump || (bne && !compare) || (beq && compare)) begin
				pc <= address;
			end
			else begin
				pc <= pc + 1'b1;
			end
		end
		else begin
			state <= state + 1'b1;
		end
	 end
endmodule
==> out/metrics.yaml <==
vdd_drop_max_mv: 0.121
max_cap_violations: 0
wl_met1_mm: 1.39
synth_area_um2: 1160
min_period_ns: 2.41
final.setup_skew_ns: 0.00525
cts_num_sinks: 19
die_y_um: 100
via_count: 882
ys_cells: 105
grt_pass1_wl_mm: 4.97
top_layer: "met4"
hpwl_mm: 2.26
fp-utilization: 0.184
chip_area_um2: 10000
layout_setup_ws_ns: 1.59
gr-total-overflow: 0
ctsRootBufferMaster: "clkbuf_8"
area_growth_pct: 44.9
slew_viol_final: 0
synth-seq-cells: 19
arrival_ns: 2.42
clk_path_buf_depth: 2
ios: 40
cts_tree: "built"
r2r-start: "pc[0]$_DFFE_PN_"
crit_type: "in2reg"
worstHoldPathType: "reg2reg"
critPathRequiredTime_ns: 4.01
wl_met2_mm: 1.17
max_freq_mhz: 414
setup_viol: 0
yosysUniqueCellTypes: 26
drtAntennaViolNets: 0
power_density_nw_per_um2: 233
yosysWarningCount: 1
status: "finished clean"
viasPerCell: 3.96
rsz0062_at_grt: "false"
cp-start-kind: "input pin"
antenna_cells: 0
startpoint: "compare"
grt_start_max_net_pins: 19
r2r_cells: 5
cts_resized: 0
synth.avg_cell_area_um2: 11.0
drtPass1Iterations: 4
synthCells: 105
relSlewSlack: 0.452
fin_cells: 223
wire_per_inst_um: 12.9
io_buffers: 39
cp_max_fo: 16
grt_pass1_vias: 963
wirelength_mm: 2.87
synth_seq_share: 0.468
cts.reportedPaths.clkPinSlew_ns: 0.07
drt_iter0_drc: 48
postCtsHoldBufs: 0
ys_chip_area_um2: 1160
post-cts-setup-buffers: 0
post-route-drc-count: 0
drive_gt1_frac: 0.116
dp_slack_ns: 1.33
power_leakage_nw: 0.534
htreeDepth: 1
min_path_cells: 1
finalClockPeriodUsage: 0.603
cts_buffers: 3
grtUsageTotal: 0.0605
min_from: "state[0]$_SDFF_PN0_"
die_w_um: 100
place_inst: 219
clock_latency_ns: 0.25
final.setup.tns_ns: 0
met3_length_um: 299
openroad.warnings: 26
hold_viol: 0
rows: 29
worst_pin_slew_ns: 0.822
crit_path_end_kind: "flop"
gp_congestion: 0.779
core_area_um2: 6280
antenna_found_initial: 0
-- state kept, by name (all words and copies together), names as in the netlist --
| name | count |
|---|---|
| pc | 16 |
| state | 3 |
-- path summary, 6_finish.rpt --
check / endpoint / slack, ns
worst max-delay path: pc[12]$_DFFE_PN_ / 1.59
worst min-delay path: state[0]$_SDFF_PN0_ / 0.47
worst max register to register: pc[14]$_DFFE_PN_ / 2.38
worst min register to register: state[0]$_SDFF_PN0_ / 0.47
-- cells in the final DEF (no fill, tap or decap) --
cell / Yosys / final
a211oi_4: 0 / 1
nand2_1: 2 / 2
nand4_1: 2 / 2
edfxtp_1: 16 / 16
clkbuf_8: 0 / 3
mux2_2: 1 / 1
nand3_4: 1 / 1
and3_1: 3 / 3
mux2i_1: 2 / 2
nor3_1: 3 / 3
ha_1: 3 / 3
a21oi_1: 11 / 11
nor2b_1: 2 / 2
nand3_1: 3 / 3
nand4_4: 2 / 2
nand2b_1: 1 / 1
xnor2_1: 12 / 12
inv_1: 6 / 6
nand4_2: 1 / 1
clkdlybuf4s50_1: 0 / 39
nor2_1: 17 / 17
xor2_1: 2 / 2
clkbuf_1: 0 / 1
a21oi_2: 3 / 3
and2_1: 1 / 1
buf_4: 0 / 1
nor4_2: 4 / 4
dfxtp_1: 3 / 3
-- critical path, stage by stage --
cell and delay [ns]:
clkdlybuf4s50_1 0.52, nor2b_1 0.09, a211oi_4 0.58, buf_4 0.34
a21oi_1 0.09
-- per-stage QoR --
stage | cell area, um2 | hold WS (ns) | utilization | power (mW)
global placement | 1630 | 0.444 | 0.260 | 0.262
global route | 1680 | 0.538 | 0.267 | 0.409
finish | 1680 | 0.475 | 0.267 | 0.391
detailed placement | 1630 | 0.451 | 0.260 | 0.263
CTS | 1680 | 0.479 | 0.267 | 0.397
floorplan | 1160 | 0.417 | - | 0.240
-- synthesized netlist by cell type (all sizes together) --
library cell | number | area [um2]
inv | 6 | 22.5
buf | 3 | 27.5
and3 | 3 | 18.8
dfxtp | 3 | 60.1
edfxtp | 16 | 480
nor2b | 2 | 12.5
nand3 | 4 | 32.5
mux2i | 2 | 20.0
xnor2 | 12 | 105
a211oi | 1 | 12.5
nand4 | 5 | 67.6
nor2 | 17 | 63.8
nand2b | 1 | 6.26
ha | 3 | 37.5
and2 | 1 | 6.26
nand2 | 2 | 7.51
nor4 | 4 | 50.1
nor3 | 3 | 15.0
mux2 | 1 | 11.3
a21oi | 14 | 81.3
xor2 | 2 | 17.5
-- area by class of cell --
| class | instances | area, um2 |
|---|---|---|
| clock buffers | 4 | 45.0 |
| multi-input cells | 77 | 573 |
| fillers | 648 | 4600 |
| well taps | 77 | 96.3 |
| repair buffers | 40 | 398 |
| inverters | 6 | 22.5 |
| flip-flops and latches | 19 | 541 |
-- kinds of logic (layout without fill, tap and decap cells) --
group / Yosys count / after routing / synth area share
compound gates: 15 / 15 / 0.0812
xor+xnor: 14 / 14 / 0.106
fa+ha+maj: 3 / 3 / 0.0325
buf+inv: 9 / 50 / 0.0433
flops: 19 / 19 / 0.468
mux: 3 / 3 / 0.0271
simple gates: 42 / 42 / 0.242
-- where the power goes --
part	total [mW]	internal (mW)	switching, mW
sequential	0.216	0.216	0
clock	0.133	0.0707	0.0624
combinational	0.0422	0.0260	0.0163
-- routing by layer --
layer,vias up,global-route usage
met4,0,0.00435
met2,30,0.0846
li1,456,-
met1,394,0.0865
met3,2,0.0298
met5,-,0
Power is estimated from default activity; no workload was simulated.
